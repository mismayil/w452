## design/flow/run.sh

```bash
#!/bin/bash
# OpenROAD 26Q1-2900-gdf79404cd8, Yosys 0.63+post, stock flow scripts
make -C /OpenROAD-flow-scripts/flow DESIGN_CONFIG=/design/flow/config.mk WORK_HOME=/design/flow/orfs finish
```

## design/flow/config.mk

```make
export PLATFORM = sky130hd
export DESIGN_NAME = w452
export DESIGN_NICKNAME = w452
export VERILOG_FILES = /design/flow/design.v
export SDC_FILE = /design/flow/constraint.sdc
export NUM_CORES = 4
export LEC_CHECK = 1
export CORE_UTILIZATION = 50
```

## design/flow/constraint.sdc

```tcl
current_design w452

set clk_period 15.4
set clk_io_pct 0.2

create_clock -name clk0 -period $clk_period [get_ports {clk}]

set non_clock_inputs [all_inputs -no_clocks]
set_input_delay [expr $clk_period * $clk_io_pct] -clock clk0 $non_clock_inputs
set_output_delay [expr $clk_period * $clk_io_pct] -clock clk0 [all_outputs]
```

## design/flow/design.v

```verilog
module ieee754_sp(output [31:0] d, output reg done,
  input clk, input [31:0] a, b, input [1:0] op, input go, reset);
    parameter sign_bit = 31,
              exp_msb = 30,
              exp_lsb = 23,
              frac_msb = 22,
              frac_lsb = 0;
    parameter [7:0] bias = 127;
    parameter [1:0] st_ready = 0,
                    st_calc = 1,
                    st_norm = 2;
    parameter [1:0] op_mult = 0,
                    op_div = 1,
                    op_add = 2,
                    op_sub = 3;
    parameter [31:0] PZERO = {1'b0, {8{1'b0}}, {23{1'b0}}},
                     NZERO = {1'b1, {8{1'b0}}, {23{1'b0}}},
                     PINFINITY = {1'b0, {8{1'b1}}, {23{1'b0}}},
                     NINFINITY = {1'b1, {8{1'b1}}, {23{1'b0}}},
                     NAN = {1'bx, {8{1'b1}}, {23{1'b1}}};
    reg [1:0] state;
    reg [31:0] regA, regB;
    reg [7:0] shift;
    reg [7:0] exp;
    reg [47:0] sig;
    reg sign, signA, signB;
    reg [7:0] expA, expB;
    reg [23:0] sigA, sigB;
    integer iexp, UNDERFLOW = 0, OVERFLOW = 255;
    always @(posedge clk, posedge reset) begin
        if (reset) begin
            done <= 0;
            state <= st_ready;
        end
        else
          case (state)
              st_ready: if (go) state <= st_calc;
              st_calc: state <= st_norm;
              st_norm: if (sig[47:46] == 2'b01) state <= st_ready;
          endcase
    end
    always @(posedge clk, posedge reset) begin
        if (reset == 0) begin
            if (state == st_ready && go) begin
                regA <= a;
                regB <= b;
                done <= 0;
            end
            else if (state == st_calc) begin
                if (op == op_sub) regB[sign_bit] = ~regB[sign_bit];
                sigA = {1'b1, regA[frac_msb:frac_lsb]};
                sigB = {1'b1, regB[frac_msb:frac_lsb]};
                expA = regA[exp_msb:exp_lsb];
                expB = regB[exp_msb:exp_lsb];
                signA = regA[sign_bit];
                signB = regB[sign_bit];
                shift = 0;
                iexp = 0;
                if (op == op_add || op == op_sub) begin
                    if ((regA[30:23] == NAN[30:23] && regA[22:0] > 0) || (regB[30:23] == NAN[30:23] && regB[22:0] > 0)) {sign, exp, sig[45:23]} = NAN;
                    else if (regA == PINFINITY && regB == PINFINITY) {sign, exp, sig[45:23]} = PINFINITY;
                    else if (regA == NINFINITY && regB == NINFINITY) {sign, exp, sig[45:23]} = NINFINITY;
                    else if ((regA == PINFINITY && regB == NINFINITY) || (regA == NINFINITY && regB == PINFINITY)) {sign, exp, sig[45:23]} = NAN;
                    else begin
                        if (expA > expB) begin
                            exp = expA;
                            iexp = expA;
                            shift = expA - expB;
                            sigB = sigB >> shift;
                        end
                        else begin
                            exp = expB;
                            iexp = expB;
                            shift = expB - expA;
                            sigA = sigA >> shift;
                        end
                        if (signA == signB) begin
                            sig[47:23] = sigA + sigB;
                            sign = signA & signB;
                        end
                        else begin
                            if (sigA >= sigB) begin
                                sig[47:23] = sigA - sigB;
                                sign = signA;
                            end
                            else begin
                                sig[47:23] = sigB - sigA;
                                sign = signB;
                            end
                        end
                    end
                end
                if (op == op_mult) begin
                    if (((regA == PZERO || regA == NZERO) && (regB == PINFINITY || regB == NINFINITY)) ||
                       ((regB == PZERO || regB == NZERO) && (regA == PINFINITY || regA == NINFINITY))) {sign, exp, sig[45:23]} = NAN;
                    else if ((regA == PINFINITY || regA == NINFINITY) || (regB == PINFINITY || regB == NINFINITY)) {sign, exp, sig[45:23]} = {signA ^ signB, PINFINITY[30:0]};
                    else if (regA == PZERO || regA == NZERO || regB == PZERO || regB == NZERO) {sign, exp, sig[45:23]} = {signA ^ signB, PZERO[30:0]};
                    else begin
                        sign = signA ^ signB;
                        exp = expA + expB - bias;
                        iexp = expA + expB - bias;
                        sig = sigA * sigB;
                    end
                end
                if (op == op_div) begin
                    if (((regA == PZERO || regA == NZERO) && (regB == PZERO || regB == NZERO)) ||
                        ((regA == PINFINITY || regB == NINFINITY) && (regB == PINFINITY || regB == NINFINITY))) {sign, exp, sig[45:23]} = NAN;
                    else if (regB == PZERO || regB == NZERO) {sign, exp, sig[45:23]} = {signA ^ signB, PINFINITY[30:0]};
                    else if (regA == PZERO || regA == NZERO || regB == PINFINITY || regB == NINFINITY) {sign, exp, sig[45:23]} = {signA ^ signB, PZERO[30:0]};
                    else begin
                        sign = signA ^ signB;
                        exp = expA - expB + bias;
                        iexp = expA - expB + bias;
                        sig = {sigA, {46{1'b0}}} / sigB;
                    end
                end
                if (iexp <= UNDERFLOW) {exp, sig[45:23]} = PZERO[30:0];
                if (iexp >= OVERFLOW) {exp, sig[45:23]} = PINFINITY[30:0];
            end
            else if (state == st_norm) begin
                if ({sign, exp, sig[45:23]} == PINFINITY ||
                    {sign, exp, sig[45:23]} == NINFINITY ||
                    {sign, exp, sig[45:23]} == PZERO ||
                    {sign, exp, sig[45:23]} == NZERO ||
                    (exp == NAN[30:23] && exp[22:0] > 0)) begin sig[47:46] = 2'b01; done = 1; end
                else if (sig[47:46] != 2'b01) begin
                    if (sig[47]) begin
                        sig = sig >> 1;
                        exp = exp + 1;
                    end
                    else begin
                        sig = sig << 1;
                        exp = exp - 1;
                    end
                end
                else done = 1;
            end
        end
    end
    assign d[sign_bit] = sign;
    assign d[exp_msb:exp_lsb] = exp;
    assign d[frac_msb:frac_lsb] = sig[45:23];
endmodule
module regfile(
		input [3:0] wr_num, input [31:0] wr_data, input wr_en,
		input [3:0] rd0_num, output [31:0] rd0_data,
		input [3:0] rd1_num, output [31:0] rd1_data,
		input clk);
    parameter n=32;
    reg[31:0] data [1:15];  
    always @(posedge clk)
        if(wr_en && wr_num!=0) data[wr_num] <= wr_data;
    assign rd0_data = (rd0_num!=0) ? data[rd0_num] : 32'h00000000;
    assign rd1_data = (rd1_num!=0) ? data[rd1_num] : 32'h00000000;
endmodule
module w452(
    	output [31:1] mem_wr_addr, output [31:0] mem_wr_data, output mem_wr_en,
    	output [31:1] mem_rd0_addr, input [15:0] mem_rd0_data,
    	output [31:1] mem_rd1_addr, input [31:0] mem_rd1_data,
    	input reset, clk);
	parameter[3:0]
		OP_BEQ = 4'b0000, OP_BNE = 4'b0001, OP_BLT = 4'b0010, OP_BLE = 4'b0011,
		OP_JR  = 4'b0100, OP_JRL = 4'b0101, OP_LD  = 4'b0110, OP_ST  = 4'b0111,
		OP_ADD = 4'b1000, OP_SUB = 4'b1001, OP_ADI = 4'b1010, OP_LDP = 4'b1011,
		OP_FAD = 4'b1100, OP_FSB = 4'b1101, OP_FML = 4'b1110, OP_FDV = 4'b1111;
    parameter[2:0] STATE_IF = 3'b000,
                   STATE_ID = 3'b001,
                   STATE_EX = 3'b010,
                   STATE_ME = 3'b011,
                   STATE_WB = 3'b100;
    wire[3:0] reg_rd_addr [0:1];
    wire[31:0] reg_rd_data [0:1];
    reg[3:0] reg_wr_addr;
    reg[31:0] reg_wr_data;
    reg reg_wr_en;
    regfile regfile_0(
        .wr_data(reg_wr_data), .wr_num(reg_wr_addr), .wr_en(reg_wr_en),
        .rd0_data(reg_rd_data[0]), .rd1_data(reg_rd_data[1]),
        .rd0_num(reg_rd_addr[0]), .rd1_num(reg_rd_addr[1]),
        .clk(clk));
	wire[31:0] sp_out;
	wire sp_done;
	reg[1:0] sp_op;
	reg sp_go;
    parameter[1:0] SP_MULT = 0, SP_DIV = 1, SP_ADD = 2, SP_SUB = 3;
    ieee754_sp sp(.d(sp_out), .done(sp_done),
		.a(reg_rd_data[0]), .b(reg_rd_data[1]),
		.op(sp_op), .go(sp_go),
		.reset(reset), .clk(clk));
    reg sten;
    reg[1:0] fpc;
    reg[31:1] pc, ldaddr, staddr, memaddr;
    reg[2:0] state;
    reg[15:0] instr;
    reg[3:0] op, rs, rt, rd, imm4;
    reg[7:0] imm8;
    reg[31:0] rsdata, rtdata, rddata, lddata, stdata, fpdata;
    assign mem_wr_en = sten;
    assign mem_wr_addr = staddr;
    assign mem_wr_data = stdata;
    assign mem_rd0_addr = pc;
    assign mem_rd1_addr = ldaddr;
    assign reg_rd_addr[0] = rs;
    assign reg_rd_addr[1] = rt;
    always@(posedge clk or posedge reset) begin
        if(reset) begin
            pc <= 0;
            fpc <= 0;
            reg_wr_en <= 0;
            sten <= 0;
            state <= STATE_IF;
        end
        else begin
            case (state)
                STATE_IF: begin
                    instr <= mem_rd0_data;
                    pc <= pc + 1;
                    reg_wr_en <= 0;
                    fpc <= 0;
                    state <= STATE_ID;
                end
                STATE_ID: begin
                    op <= instr[15:12];
                    rs <= instr[11:8];
                    imm8 <= instr[7:0];
                    rt <= instr[7:4];
                    imm4 <= instr[3:0];
                    rd <= instr[3:0];
                    state <= STATE_EX;
                end
                STATE_EX: begin
                    rsdata = (rs) ? reg_rd_data[0] : 0;
                    rtdata = (rt) ? reg_rd_data[1] : 0;
                    state <= STATE_ME;
                    case (op)
                        OP_BEQ: begin
                            if (rsdata == 0) pc <= pc + {{24{imm8[7]}}, imm8};
                        end
                        OP_BNE: begin
                            if (rsdata != 0) pc <= pc + {{24{imm8[7]}}, imm8};
                        end
                        OP_BLT: begin
                            if (rsdata < 0) pc <= pc + {{24{imm8[7]}}, imm8};
                        end
                        OP_BLE: begin
                            if (rsdata <= 0) pc <= pc + {{24{imm8[7]}}, imm8};
                        end
                        OP_ADD: begin
                            rddata <= rsdata + rtdata;
                        end
                        OP_SUB: begin
                            rddata <= rsdata - rtdata;
                        end
                        OP_ADI: begin
                            rsdata <= rsdata + {{24{imm8[7]}}, imm8};
                        end
                        OP_JR: begin
                            pc <= rsdata[31:1] + {{24{imm8[7]}}, imm8};
                        end
                        OP_JRL: begin
                            rddata <= {pc, 1'b0};
                            pc <= rsdata[31:1] + {{24{imm8[7]}}, imm8};
                        end
                        OP_LD: begin
                            memaddr <= rsdata[31:1] + ({{28{imm4[3]}}, imm4} << 1);
                        end
                        OP_ST: begin
                            memaddr <= rsdata[31:1] + ({{28{imm4[3]}}, imm4} << 1);
                        end
                        OP_LDP: begin
                            memaddr <= pc + {{24{imm8[7]}}, imm8};
                        end
                        OP_FAD: begin
                            sp_op <= SP_ADD;
                        end
                        OP_FSB: begin
                            sp_op <= SP_SUB;
                        end
                        OP_FML: begin
                            sp_op <= SP_MULT;
                        end
                        OP_FDV: begin
                            sp_op <= SP_DIV;
                        end
                    endcase
                    if (op == OP_FAD || op == OP_FSB || op == OP_FML || op == OP_FDV) begin
                        if (fpc < 2) begin
                            fpc <= fpc + 1;
                            sp_go <= 1;
                            state <= STATE_EX;
                        end
                        else begin
                            if (sp_done) fpdata <= sp_out;
                            else state <= STATE_EX;
                            if (sp_go) sp_go <= 0;
                        end
                    end
                end
                STATE_ME: begin
                    if (op == OP_LD || op == OP_LDP) begin
                        ldaddr <= memaddr;
                    end
                    if (op == OP_ST) begin
                        sten <= 1;
                        staddr <= memaddr;
                        stdata <= rtdata;
                    end
                    state <= STATE_WB;
                end
                STATE_WB: begin
                    lddata = mem_rd1_data;
                    sten <= 0;
                    if (op == OP_ADD || op == OP_SUB) begin
                        reg_wr_en <= 1;
                        reg_wr_addr <= rd;
                        reg_wr_data <= rddata;
                    end
                    if (op == OP_ADI) begin
                        reg_wr_en <= 1;
                        reg_wr_addr <= rs;
                        reg_wr_data <= rsdata;
                    end
                    if (op == OP_JRL) begin
                        reg_wr_en <= 1;
                        reg_wr_addr <= 15;
                        reg_wr_data <= rddata;
                    end
                    if (op == OP_LD) begin
                        reg_wr_en <= 1;
                        reg_wr_addr <= rt;
                        reg_wr_data <= lddata;
                    end
                    if (op == OP_LDP) begin
                        reg_wr_en <= 1;
                        reg_wr_addr <= rs;
                        reg_wr_data <= lddata;
                    end
                    if (op == OP_FAD || op == OP_FSB || op == OP_FML || op == OP_FDV) begin
                        reg_wr_en <= 1;
                        reg_wr_addr <= rd;
                        reg_wr_data <= fpdata;
                    end
                    state <= STATE_IF;
                end
                default: state <= STATE_IF;
            endcase
        end
    end
endmodule
```

==> summary.txt <==
Implementation results

Checking hold timing, the worst path is listed with class reg2reg. Adding up every negative setup slack in the final design gives 0 ns. The post-synthesis cell count from yosys is 3461.

For the worst setup path, the data required time is 15.79 ns. The final RePlAce weighted congestion is 1.01. By area the synthesized netlist is led by edfxtp_1 53%, mux4_2 10%, ha_1 3.7%, nor2_1 2.6%, mux2i_1 2.6%. Per the post-synthesis stats, the area per cell is ~13 sq um. The final number of hold-violating endpoints is 0.

Dividing total power by cell area gives a power density of around 90 nW/um^2. The skew report gives the latency at the later pin of the worst-skew pair as approximately 0.66 ns. STA puts the critical path data arrival time at around 7.3 ns. At the end of the flow the core is filled with cells to 0.576. The count of routing violations after the opening detailed-route iteration is ~2200. The placed instance area is between 40000 and 50000 sq um. The final period demand of the worst path is around 7 ns. TritonCTS built the clock tree. The type of element capturing the critical path is a flop. The worst hold path terminates at stdata[30]. The area recorded from the Yosys report for this design is between 40000 and 50000 sq um.

The global-route wire length before repair is a little over 200000 um. The cell count after placement is ~4700. The setup slack of the most critical reg-to-reg path is ~8.5 ns.

The global-route total usage across every layer is 0.348. Across all stage logs, warnings added up to 25. The placement report lists the number of port buffers as 175.

The report lists the number of standard-cell rows as between 100 and 150. The run finished with clean final reports. The maximum number of buffers from clock root to sink is 3. The critical setup path kind is reg2reg. In the floorplan report the effective utilization is 0.506.

The design draws 4.46 mW. Warnings reported by Yosys during synthesis add up to 6. In this run the vertical extent of the chip is roughly 300 um.

In this run the remaining antenna-violating nets after routing total 0. The flip-flop and latch count after synthesis is a little over 800. From synthesis to final layout, the design area changed by 13.7%. Dividing the detail-routed via count by the number of cells gives ~6.4. The setup skew after layout is between 0.015 and 0.02 ns.

The cell resize tally after clock tree synthesis is 0. For this run, the detailed router's first-pass iteration total came to 6. Of the post-synthesis cell area, the dominant cell type holds 0.525. The pin closest to its max-slew limit shows a slew of between 0.9 and 1 ns.

The share of post-route cells with drive strength above 1 is 0.144. In this run the number of H-tree levels came out at 3. TritonRoute reported its final design rule violation total as 0. The cell leakage power is about 18 nW.

The worst pin sits at a relative slew slack of 0.360. According to the CTS report, the clock sink count is just over 800. The terminus of the critical flop-to-flop path is rddata[31]. The largest net degree at the start of global routing is 78. Dividing the detail-routed wire length by the instance count gives about 29 um. The number of inserted filler cells in the final layout is 6740. Looking at hold timing, the worst path starts from rtdata[30]. In this run the VDD rail shows a maximum IR drop of approximately 0.00010 V.

Before any placement, the netlist area is recorded as approximately 44000 sq um. The max-cap check violation count is 0. The pre-CTS setup check shows a worst slack of 8.50 ns.

The number of buffers inserted by post-CTS setup repair is 0. The report gives the cell count of the worst hold path as 0. The depth of the worst register-to-register path is 20. The final critical-path share of the clock period is 0.451.

Final hold analysis gives a worst-case slack of a little over 0.4 ns. The final wirelength is 141000 um. The final worst slack is around 8.5 ns.

The count of pins on the block boundary is roughly 180. The share of the Yosys chip area taken by registers is 0.550. The number of buffers created by CTS is roughly 86. After the flow finishes, the layout carries non-filler instances totaling between 4000 and 5000.

The synthesized instance count is approximately 3500. In this run, distinct cell masters in the synthesized netlist total 97. The number of synthesized flops with an enable pin is 769. The number of hold buffers added after CTS is 0. Of all flip-flops after synthesis, the portion carrying an async set or reset was 0.0466. The remaining global-route overflow is 0. The placeable core region is roughly 87000 sq um. According to the floorplan report, the total die area is roughly 90000 sq um. The number of antenna violations at the first check in global routing is 3. Setup repair after global routing left no endpoint under its margin. The total setup violations reported at the end of the flow is 0.

The overall die width is between 200 and 300 um. Per the final report, max-transition violations number 0. Of all nets on the critical path, the largest fanout is between 50 and 60. Based on the critical path, the design can be clocked at up to roughly 0.14 GHz. Summed over all instances, the cell type with the most area after synthesis is edfxtp_1. STA classifies the critical path startpoint as a flop. Per the synth stats, the flop cell with the highest instance count is edfxtp_1. The total via count in the routed design is roughly 31000.

CTS placed an instance of clkbuf_16 at the clock tree root. Once detailed placement completed, the half-perimeter wirelength came to 98800 um. On the reported timing paths, the clock transition at the registers reads 0.06 ns. The number of global-route vias before repair was ~32000.

The post-layout instance area is 50000 sq um.
## where the power goes
part / switching [mW] / internal [mW] / leakage (nW)
combinational: 0.00792 / 0.0113 / 8.83
clock: 0.866 / 1.18 / 1.35
sequential: 0 / 2.39 / 7.50
total: 0.874 / 3.58 / 17.7
## critical path, stage by stage (launching register included)
cell and delay (ns):
dfxtp_4 0.81, buf_4 0.69, buf_4 0.62, mux4_2 0.39, mux4_2 0.56, nor3_1 0.22, a31oi_1 0.16, o31ai_1 0.71
xnor2_1 0.14, ha_1 0.37, inv_1 0.12, o21bai_1 0.08, a211oi_1 0.25, o21bai_1 0.18, a2111o_1 0.42, nand3_1 0.12
nand3_1 0.10, a41oi_1 0.29, o21ai_0 0.15, xnor2_1 0.16, o21ai_1 0.07
## worst max path at each step
stage | endpoint | slack [ns] | cells after the start
5_1_grt | rddata[28] | 7.96 | 21
6_report | rddata[31] | 8.46 | 20
4_1_cts | rddata[28] | 8.46 | 20
## sequential cells by signal (all words and copies together), names as in the netlist, 3 cells and up, named ones only
signal / flops
ldaddr: 31
reg_wr_data: 32
rsdata: 32
staddr: 31
rt: 3
imm4: 3
pc: 31
reg_wr_addr: 4
state: 5
stdata: 32
memaddr: 31
rddata: 32
regfile_0.data: 480
rtdata: 32
op: 4
instr: 16
rs: 4
## layer usage
metal | GRT usage | part of all wire | vias to the layer above
met5 | 0.0164 | 0.0011 | -
met4 | 0.104 | 0.038 | 6
met3 | 0.197 | 0.14 | 282
met2 | 0.511 | 0.47 | 1735
met1 | 0.468 | 0.35 | 15000
li1 | - | - | 13800
## cell type report
type,count,area (sq um),area share
flip-flops and latches,815,24200,0.484
clock buffers,114,2360,0.0472
multi-input cells,2366,18700,0.375
repair buffers,271,2480,0.0497
well taps,1155,1450,0.0289
clock inverters,45,423,0.00846
diodes,1,2.50,0.0000500
inverters,90,338,0.00676
## cell usage in the layout (no fill, tap or decap), drive strengths merged, types with 14 or more instances in the layout
| master | Yosys | routed |
|---|---|---|
| o21ai | 183 | 183 |
| a221oi | 14 | 14 |
| or3 | 14 | 14 |
| nor2 | 311 | 311 |
| mux4 | 195 | 195 |
| a21oi | 214 | 214 |
| nor3 | 55 | 55 |
| buf | 77 | 96 |
| a21o | 61 | 61 |
| ha | 130 | 130 |
| and3 | 33 | 33 |
| a31oi | 58 | 58 |
| clkbuf | 113 | 114 |
| edfxtp | 769 | 769 |
| nor2b | 21 | 21 |
| o21bai | 27 | 27 |
| clkdlybuf4s50 | 0 | 175 |
| a211oi | 68 | 68 |
| dfrtp | 37 | 37 |
| o221ai | 16 | 16 |
| mux2i | 114 | 114 |
| and2 | 26 | 26 |
| o21a | 20 | 20 |
| xnor2 | 106 | 106 |
| a211o | 16 | 16 |
| nand2 | 296 | 296 |
| o22ai | 25 | 25 |
| mux2 | 39 | 39 |
| xor2 | 54 | 54 |
| o31ai | 15 | 15 |
| clkinv | 1 | 31 |
| nand2b | 19 | 19 |
| inv | 89 | 91 |
| nand3 | 47 | 47 |
| nand4 | 25 | 25 |
## kinds of logic (layout without fill, tap and decap cells)
family,count (synthesis),count (layout),synth area share
other,0,1,0
AOI/OAI and AO/OA,830,830,0.123
and+or+nand+nor,893,893,0.0920
xor gates and xnor gates,160,160,0.0319
DFF,815,815,0.550
buffers and inverters,280,520,0.0275
adders and majority gates,135,135,0.0393
muxes,348,348,0.136
## Yosys cell counts, types with 46 or more instances
master	n
a21o_1	61
nand2_1	294
ha_1	130
mux4_2	195
a21oi_1	214
inv_1	87
mux2i_1	114
xnor2_1	106
a211oi_1	67
o21ai_0	178
nand3_1	46
nor2_1	309
edfxtp_1	769
nor3_1	53
clkbuf_1	113
xor2_1	54
a31oi_1	56
Power and IR drop assume default switching activity.
